==> ./config.mk <==
export PLATFORM = sky130hd
export DESIGN_NAME = S011HD1P_X32Y2D128_BW
export DESIGN_NICKNAME = S011HD1P_X32Y2D128_BW
export VERILOG_FILES = /design/flow/design.v
export SDC_FILE = /design/flow/constraint.sdc
export NUM_CORES = 4
export LEC_CHECK = 1
export CORE_UTILIZATION = 30
export SYNTH_MEMORY_MAX_BITS = 65536
==> ./constraint.sdc <==
current_design S011HD1P_X32Y2D128_BW

set clk_period 105.4
set clk_io_pct 0.2

create_clock -name clk0 -period $clk_period [get_ports {CLK}]

set non_clock_inputs [all_inputs -no_clocks]
set_input_delay [expr $clk_period * $clk_io_pct] -clock clk0 $non_clock_inputs
set_output_delay [expr $clk_period * $clk_io_pct] -clock clk0 [all_outputs]
==> ./design.v <==
module S011HD1P_X32Y2D128_BW (
    Q, CLK, CEN, WEN, BWEN, A, D
);
    parameter                           Bits = 128                 ;
    parameter                           Word_Depth = 64            ;
    parameter                           Add_Width = 6              ;
    parameter                           Wen_Width = 128            ;
    output reg         [Bits-1:0]       Q                          ;
    input                               CLK                        ;
    input                               CEN                        ;
    input                               WEN                        ;
    input              [Wen_Width-1:0]  BWEN                       ;
    input              [Add_Width-1:0]  A                          ;
    input              [Bits-1:0]       D                          ;
    wire                                cen  = ~CEN                ;
    wire                                wen  = ~WEN                ;
    wire               [Wen_Width-1:0]  bwen = ~BWEN               ;
    reg                [Bits-1:0]       ram [0:Word_Depth-1]       ;
    always @(posedge CLK) begin
        if(cen && wen) begin
            ram[A] <= (D & bwen) | (ram[A] & ~bwen);
        end
        Q <= cen && !wen ? ram[A] : {128{1'b0}};
    end
endmodule
==> ./run.sh <==
#!/bin/bash
# OpenROAD 26Q1-2900-gdf79404cd8, Yosys 0.63+post, stock flow scripts
make -C /OpenROAD-flow-scripts/flow DESIGN_CONFIG=/design/flow/config.mk WORK_HOME=/design/flow/orfs finish
==> run summary <==
Status: finished, violations left
Failing checks: capacitance limit, slew limit
Minimum clock period: 28.18 ns
Initial DRC Count: 14400
FF-to-FF path depth: 7
CTS H-Tree Depth: 6
Top cells, area: edfxtp_1 (78%), a221oi_1 (3.6%), a22oi_1 (3.4%)
Top non-seq family: AND-OR/OR-AND gates
Seq cells post-synth: 8320
Post-DP Area: 0.342 sq mm
Worst setup SP type: primary input
Synth top area share: 77.5%
YS chip area: 0.317 sq mm
Setup Skew: 0.244 ns
Fin Setup TNS: 0 ns
Yosys warning total: 1
Clock tree buffer depth: 5
Sequential Area: 0.249 sq mm
RR Startpoint: ram[16][110]
Sequential Power Share: 52.0%
Worst-path cell chain: buf_8 -> buf_4 -> buf_4 -> buf_4 -> buf_4 -> buf_4 -> buf_4 -> buf_4 -> or3b_2 -> a21oi_1 -> a2111oi_0 -> nor4b_1 -> buf_4 -> nand4_1 -> mux2_2 -> buf_4
Stages on the worst setup path: 16
Final Hold Vio Count: 0
Drt drc: 0
Simple Share, Synth: 4.22%
Drt pass-1 iters: 7
Fp_density: 30.1%
Largest area contributor in the netlist: edfxtp_1
Yosys xor share: 0%
Total grt overflow: 0
Max FO, Critical Path: 77
First-pass GRT wire length: 1520000 microns
Worst Path Buf+Inv: 10
Tool warnings: 33
GR peak layer: met2
Via count of the first global-routing pass: 199000
FFs w/ async S/R, synth: 0%
Final setup margin: 77.23 ns
Vias per cell: 5.65
Cell Area, Synth: 0.317 sq mm
Cells on Worst Hold Path: 4
Share of cells above drive strength 1: 16.0%
Critical Path Source: A[0]
AO/OA Area Share: 12.0%
Sw Ratio: 22.8%
Required @ worst endpoint: 106.34 ns
Clock sink count: 8320
Cycle use final: 26.7%
Delay-heaviest family, CP: buffers and inverters
Slowest Stage Delay on Critical Path: 0.95 ns
Pin count of the biggest net entering global routing: 113
Register area share after synthesis: 78.3%
Crit end category: flip-flop
Ports: 393
Clock Pin Slew Worst Setup and Hold Paths: 0.07 ns
Die span in y: 1030 microns
GR met2 Demand/Resource: 30.6%
Max frequency: 35.5 MHz
Hold bufs inserted after CTS: 0
Maximum vdd drop: 0.0000174 V
Worst EP arrival: 29.12 ns
Part of the power in combinational logic: 6.5%
Commonest flop: edfxtp_1
Fin util: 35.1%
Vias: 190000
DP Wirelength: 611000 microns
Worst path most repeated cell: buf_4
PortBufs: 392
Global routing usage on met1: 20.7%
Slew headroom: -1.01%
P_leak: 113 nW
Post-place setup slack: 76.25 ns
Crit path max-delay cell type: nor4b_1
Antenna violations before repair: 59
Hold/Removal Path Class: reg -> reg
RePlAce Congestion: 0.878
Resized Gates After CTS: 0
Unrepaired setup endpoints after global routing: no
Area Overhead vs Synth: 16.5%
ANT nets after route: 0
# Cells Yosys: 18100
Clock Latency Late Sink: 1.17 ns
Routed wire length: 1100000 microns
WS Path Type: in -> reg
Mean Syn Cell Area: 17.5 sq um
Power Internal: 5.54 mW
Worst-margin pin slew: 1.50 ns
Pins over their slew limit: 2
GR Util met3: 21.6%
Clk network pwr share: 41.5%
Sw power: 1.64 mW
Drt wl/cell: 32.8 microns
Post-synthesis mux area share: 3.42%
Power per standard cell area: 19.4 mW/mm^2
Adder Area Share: 0%
Post-CTS Setup Repair Bufs: 0
PnR Total Power: 7.17 mW
Flip-flops with a built-in enable: 8192
CTS root buf: clkbuf_16
Gr usage total: 21.6%
Logic area: 0.0642 sq mm
Cell variety after synth: 78
Number of max-cap violations: 1
Die width: 1030 microns
Hold_sp: ram[24][89]
Chip Area: 1.06 sq mm
CTS tree: yes
Rows: 377
Core Box Area: 1.05 sq mm
# fillers: 96500
Num CTS Buffers: 845
Fin area: 0.370 sq mm
Cell count after synthesis: 18100
Setup violations, final: 0
[Yosys cell counts (41+ instances only)]
cell / n
edfxtp_1: 8192
a22oi_1: 1424
a221oi_1: 1289
clkbuf_1: 890
o22ai_1: 766
mux2_2: 627
a21oi_1: 493
buf_2: 367
mux2i_1: 356
nand3b_1: 328
o21ai_0: 318
nand2_1: 305
nor2_1: 224
nor3_1: 207
and3_1: 206
buf_1: 180
a221o_1: 174
nor3b_1: 149
nand3_1: 136
and3b_1: 131
dfxtp_1: 128
or3b_2: 124
nor4_1: 117
a2bb2oi_1: 114
a22o_1: 85
o2111ai_1: 74
a2111oi_0: 66
nor2b_1: 66
a31oi_1: 65
nor4b_1: 61
nand4_1: 58
o2bb2ai_1: 57
a211oi_1: 56
o21a_1: 56
buf_4: 41
[worst min-delay path, delay by kind of cell, from the launching register on]
family | cells | cell delay, ns
AOI/OAI and AO/OA | 4 | 0.46
DFF | 1 | 0.32
[registers in the layout (all words and copies together) (netlist names)]
signal,count
Q,128
ram,8192
[kinds of logic after synthesis]
kind of cell	after synthesis
multiplexers	998
buffers and inverters	1505
flip-flops	8320
AND-OR/OR-AND	5132
AND/OR/NAND/NOR	2172
[path summary, 6_finish.rpt]
path | end | slack [ns]
setup / recovery | ram[40][86] | 77.23
hold / removal | Q[89] | 0.68
setup reg to reg | ram[39][110] | 101.45
hold reg to reg | Q[89] | 0.68
[per-layer routing]
metal  vias up  part of all wire (%)
met1     93100                    29
met2     16100                    44
li1      77700                     -
met5         -                  0.58
met4       203                   4.5
met3      2727                    22
[cells in the final DEF (no fill, tap or decap), types with 177 or more instances in the layout]
cell | synthesis | routed
o22ai_1 | 766 | 766
a221oi_1 | 1289 | 1289
o21ai_0 | 318 | 318
clkbuf_1 | 890 | 177
nand3b_1 | 328 | 328
edfxtp_1 | 8192 | 8192
mux2i_1 | 356 | 356
nor3_1 | 207 | 206
and3_1 | 206 | 205
a22oi_1 | 1424 | 1424
clkdlybuf4s50_1 | 0 | 386
clkbuf_16 | 0 | 854
buf_4 | 41 | 934
nand2_1 | 305 | 299
mux2_2 | 627 | 627
clkinv_1 | 0 | 187
a21oi_1 | 493 | 483
[cell type report]
| cell class | count | area share (%) |
|---|---|---|
| clock buffers | 1046 | 6.02 |
| multi-input cells | 8302 | 17.4 |
| repair buffers | 1369 | 3.19 |
| well taps | 14000 | 4.75 |
| flip-flops and latches | 8320 | 67.3 |
| clock inverters | 506 | 1.38 |
| inverters | 5 | 0.0112 |
| diodes | 34 | 0.0230 |
[power by group through the flow]
stage / combinational [mW] / clock (mW) / sequential (mW)
after CTS: 0.456 / 3.00 / 3.73
after global routing: 0.492 / 3.13 / 3.73
final: 0.463 / 2.98 / 3.73
[stage by stage]
| stage | std cells | hold WS, ns |
|---|---|---|
| finish | 33600 | 0.677 |
| global route | 33600 | 0.720 |
| CTS | 33600 | 0.682 |
| detailed placement | 32000 | 0.751 |
| global placement | 32000 | 0.734 |
| floorplan | 18100 | 0.677 |
No activity file was given, so power comes from the tool's default toggle rates.
