==> design/flow/design.v <==
module ysyx_23060136_PP(
    input       [   2:0]      b_in              ,
    input       [ 131:0]      A                 ,
    output      [ 131:0]      P                 ,
    output                    c                  
);
    wire                    b_add     =    b_in[2];
    wire                    b         =    b_in[1];
    wire                    b_sub     =    b_in[0];
    wire        [131:0]     double_A  =    A << 1 ;
    wire sel_negative, sel_double_negative, sel_positive, sel_double_positive;
    assign sel_negative         =  b_add & (b & ~b_sub | ~b & b_sub);
    assign sel_positive         = ~b_add & (b & ~b_sub | ~b & b_sub);
    assign sel_double_negative  =  b_add & ~b & ~b_sub              ;
    assign sel_double_positive  = ~b_add &  b &  b_sub              ;
    assign P = ~(~({132{sel_negative}} & ~A)  & ~({132{sel_double_negative}} & ~double_A) & 
                 ~({132{sel_positive}} & A )  & ~({132{sel_double_positive}} & double_A)) ;
    assign c = (sel_negative || sel_double_negative);
endmodule
==> design/flow/run.sh <==
#!/bin/bash
# OpenROAD 26Q1-2900-gdf79404cd8, Yosys 0.63+post, stock flow scripts
make -C /OpenROAD-flow-scripts/flow DESIGN_CONFIG=/design/flow/config.mk WORK_HOME=/design/flow/orfs finish
==> design/flow/config.mk <==
export PLATFORM = sky130hd
export DESIGN_NAME = ysyx_23060136_PP
export DESIGN_NICKNAME = ysyx_23060136_PP
export VERILOG_FILES = /design/flow/design.v
export SDC_FILE = /design/flow/constraint.sdc
export NUM_CORES = 4
export LEC_CHECK = 1
export CORE_AREA = 10 10 184 184
export DIE_AREA = 0 0 194 194
==> design/flow/constraint.sdc <==
current_design ysyx_23060136_PP

set clk_period 23.8
set clk_io_pct 0.2

create_clock -name clk0 -period $clk_period

set non_clock_inputs [all_inputs -no_clocks]
set_input_delay [expr $clk_period * $clk_io_pct] -clock clk0 $non_clock_inputs
set_output_delay [expr $clk_period * $clk_io_pct] -clock clk0 [all_outputs]
==> results.txt <==
yosys + openroad results -> outcome finished clean, sw frac 0.405, aoi/oai-family share of the synthesized area 0.397, PwrDens approximately 24 nW/um^2, Final Hold Slack 10410 ps, registers 0, CTS resizes 0, fmax between 70 and 80 MHz, Worst setup EP type output pin, CP max FO 49, setup TNS 0 ps, Psw 0.0732 mW, Worst Hold Depth 3, final global-route overflow total 0, Yosys Warn Count 0, vias in the first global route 4926, fin util 0.251, xor+xnor area frac 0.248, Synth area leader o221ai_2, Initial Util 0.156, diode count 0, Final Wtd Congestion between 0.8 and 0.9, post-CTS setup buffer count 0, Top cell area share 0.355, most frequent cells in the layout clkdlybuf4s50_1 (265), xnor2_1 (131), nand4b_1 (131), worst slew margin relative to its limit 0.446, CP delay by family, top buffers and inverters, DR WL/cell just under 20 um, Req. time, crit path 19040 ps, DRT antenna net count 0, fill cell count 3168, MaxCap Viol Count 0, first-pass detailed-route iteration total 4, part of the cycle the worst path needs 0.534, first-pass GRT wire length 31.8 mm, largest net degree at the start of global routing 77, share of layout cells above drive strength 1 0.191, Seq/Total Area, Yosys 0, Die ar. 37600 um^2, DR vias/cell 4.77, MUX area fraction 0.00242, Area Overhead vs Synth 60.3%, Seq pwr share 0, Rows 63, comb area leader AND-OR/OR-AND gates, Critical Path Stages 7, post-layout min period ~13000 ps, Slew @ Worst Pin 831 ps, CP max stage cell buf_4, chip area in the Yosys report about 4700 um^2, Crit Path Class primary input to output pin, hold worst-path end c, Register Area 0 um^2, hold crit path type primary input to output pin, Clk network pwr share 0, P_int 0.107 mW, Comb pwr share 1.000, total wire length between 20 and 25 mm, Distinct cells, synth 15, final-layout clock buffer total 0, dominant logic cell type in the layout clkdlybuf4s50_1, Largest cells by area o221ai_2 (35%), xnor2_1 (25%), nand4b_1 (25%), crit path cell chain buf_4 > buf_4 > xnor2_2 > buf_4 > buf_4 > o221ai_2 > clkdlybuf4s50_1, hpwl dp ~15 mm, Worst VDD drop 0.0176 mV, arrival time at the worst endpoint roughly 8000 ps, Remaining DRCs 0, leakage power between 1.5 and 2 nW, 1st-iter DRT viols 233, synthesized instance count 489, CTS Hold Bufs 0, initial antenna violation count 0, Total GRT Usage 0.102, io pins 268, port bufs around 270, worst hold start b_in[2], core area between 20000 and 30000 um^2, Mapped Avg Cell Area 9.52 um^2, cell count in the Yosys report 489, Buf+Inv Stages, Crit Path 5, Log Warnings 32, final setup fails 0, Slew Viols, Final 0, width of the die 194 um, Startpoint Class primary input, final-report hold violation count 0, Largest stage delay, worst path 750 ps, Critical Path Most Common Cell buf_4, via count 5113, Simple Share, Synth 0.253, final worst slack 11090 ps, die height 194 um, RSZ-0062 raised after global routing false, Mapped Area 4660 um^2, yosys adder share 0, dpl ws 11150 ps
how the worst max path moves through the flow:
stage | from | to | slack, ps
global route | b_in[1] | P[60] | 10920
finish | b_in[1] | P[60] | 11090
CTS | b_in[1] | P[97] | 11150
cell families (layout without fill, tap and decap cells):
kind of cell	count (synthesis)	count (layout)
AND-OR/OR-AND	134	134
AND/OR/NAND/NOR	134	134
XOR/XNOR	132	132
buffers and inverters	88	280
multiplexers	1	1
cells in the mapped netlist:
cell and count:
xnor2_1 132, nand4b_1 131, o221ai_2 110, clkbuf_1 36
buf_2 33, o221ai_1 19, buf_6 12, buf_1 7
o211ai_1 2, or4b_2 2, a21boi_0 1, a21oi_1 1
mux2_2 1, o21ai_0 1, or3b_1 1
worst min-delay path, stage by stage:
cell and delay [ps]:
buf_8 220, a21boi_0 230, clkdlybuf4s50_1 420
stage by stage:
stage	std cells	total power, mW	area, um^2
after global placement	1071	0.183	7460
after CTS	1071	0.184	7460
after global routing	1071	0.196	7460
after detailed placement	1071	0.183	7460
final	1071	0.181	7460
after floorplan	489	0.0797	4660
area by class of cell:
| type | count | area [um^2] | area share |
|---|---|---|---|
| tap | 390 | 488 | 0.0654 |
| multi-input combinational | 401 | 4200 | 0.563 |
| timing repair buffer | 280 | 2770 | 0.371 |
power groups by stage:
| stage | clock network [mW] | registers [mW] | logic [mW] |
|---|---|---|---|
| after CTS | 0 | 0 | 0.184 |
| after global routing | 0 | 0 | 0.196 |
| final | 0 | 0 | 0.181 |
layer usage:
layer | global-route usage | vias to the layer above | part of all wire
met1 | 0.148 | 2446 | 0.47
met2 | 0.154 | 206 | 0.44
met4 | 0.00170 | 0 | 0.0018
li1 | - | 2459 | -
met5 | 0 | - | 0
met3 | 0.0283 | 2 | 0.081
Power and IR drop assume default switching activity.
