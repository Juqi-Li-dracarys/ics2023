`flow/design.v`:
```
module ysyx_23060136_EXU_ALU (
        input                                                    clk                          ,
        input                                                    rst                          ,
        input                                                    BRANCH_flushEX1              ,
        input                                                    FORWARD_stallEX2             ,
        input                                                    FORWARD_flushEX1             ,
        input              [  64-1:0]         EXU_ALU_da                   ,
        input              [  64-1:0]         EXU_ALU_db                   ,
        input                                                    EXU_i_ALU_word_t             ,
        input                                                    EXU_i_ALU_add                ,
        input                                                    EXU_i_ALU_sub                ,
        input                                                    EXU_i_ALU_slt                ,
        input                                                    EXU_i_ALU_sltu               ,
        input                                                    EXU_i_ALU_or                 ,
        input                                                    EXU_i_ALU_and                ,
        input                                                    EXU_i_ALU_xor                ,
        input                                                    EXU_i_ALU_sll                ,
        input                                                    EXU_i_ALU_srl                ,
        input                                                    EXU_i_ALU_sra                ,
        input                                                    EXU_i_ALU_mul                ,
        input                                                    EXU_i_ALU_mul_hi             ,
        input                                                    EXU_i_ALU_mul_u              ,
        input                                                    EXU_i_ALU_mul_s              ,
        input                                                    EXU_i_ALU_mul_su             ,
        input                                                    EXU_i_ALU_div                ,
        input                                                    EXU_i_ALU_div_u              ,
        input                                                    EXU_i_ALU_div_s              ,
        input                                                    EXU_i_ALU_rem                ,
        input                                                    EXU_i_ALU_rem_u              ,
        input                                                    EXU_i_ALU_rem_s              ,
        input                                                    EXU_i_ALU_explicit           ,
        output     logic                                         ALU_valid                    ,
        output     logic                                         EXU_ALU_Less                 ,
        output     logic                                         EXU_ALU_Zero                 ,
        output     logic    [  64-1:0]        EXU_ALU_ALUout               ,
        output     logic                                        mul_valid	                 ,   
        output     logic                                        mulw	                     ,  
        output     logic   [1 : 0]                              mul_signed	                 ,  
        output     logic   [  64-1:0 ]       multiplicand                 ,  
        output     logic   [  64-1:0 ]       multiplier	                 ,  
        input                                                   mul_ready	                 ,  
        input                                                   mul_out_valid	             ,  
        input              [  64-1:0 ]       result_hi	                 ,  
        input              [  64-1:0 ]       result_lo	                 ,
        output     logic                                        div_valid                    ,
        output     logic   [  64-1:0 ]       dividend                     ,                                                                         
        output     logic   [  64-1:0 ]       divisor	                     ,                                                                                                                                                                                                                   
        output     logic                                        divw	                     ,                                                                              
        output     logic                                        div_signed                   ,                                                                                                                                                                                          
        input                                                   div_ready                    ,                                                                                                                                              
        input                                                   div_out_valid                ,                                                                         
        input              [  64-1:0 ]       quotient                     ,                                                                             
        input              [  64-1:0 ]       remainder                    ,                              
        input              [  64-1:0]        EXU_pc                       ,
        input              [  64-1:0]        EXU_HAZARD_rs1_data          ,
        input              [  64-1:0]        EXU_HAZARD_csr_rs_data       ,
        input                                                   EXU_rv64_csrrs               ,
        input                                                   EXU_rv64_csrrw               ,
        input                                                   EXU_rv64_ecall               ,
        output    logic    [  64-1:0]        EXU_ALU_CSR_out             
    );
    wire  [  64-1:0]  ALU_da_word_t = EXU_i_ALU_word_t ? {32'b0, EXU_ALU_da[31 : 0]} : EXU_ALU_da;
    wire  [  64-1:0]  ALU_db_word_t = EXU_i_ALU_word_t ? {32'b0, EXU_ALU_db[31 : 0]} : EXU_ALU_db;
    wire                                 sub_add       = (EXU_i_ALU_sub) | (EXU_i_ALU_slt) | (EXU_i_ALU_sltu);   
    wire                                 US            = (EXU_i_ALU_sltu);                                       
    wire   [64-1 : 0]   sub_db                 = {64{sub_add}} ^ ALU_db_word_t;
    wire                                   add_carry;
    wire   [64-1 : 0]   add_result;
    assign                                 {add_carry,add_result} =  ALU_da_word_t + sub_db + {{64-1{1'b0}}, sub_add};      
    wire                                   add_overflow           =  ( ALU_da_word_t[64-1] == sub_db[64-1]) && ( ALU_da_word_t[64-1] != add_result[64-1]);
    wire                                   EXU_ALU_Zero_COMB      =  (add_result == 64'b0);
    wire                                   EXU_ALU_Less_COMB      =  US ? add_carry ^ sub_add : add_overflow ^ add_result[64-1];
    wire [64-1 : 0]      EXU_ALU_COMB_dw  =  ({64{EXU_i_ALU_add}}       & (add_result))                 |
                                                                ({64{EXU_i_ALU_sub}}       & (add_result))                 |
                                                                ({64{EXU_i_ALU_slt}}       & ({{64-1{1'b0}}, EXU_ALU_Less_COMB})) |
                                                                ({64{EXU_i_ALU_sltu}}      & ({{64-1{1'b0}}, EXU_ALU_Less_COMB})) |
                                                                ({64{EXU_i_ALU_or}}        & ( ALU_da_word_t | ALU_db_word_t))    |
                                                                ({64{EXU_i_ALU_and}}       & ( ALU_da_word_t & ALU_db_word_t))    |
                                                                ({64{EXU_i_ALU_xor}}       & ( ALU_da_word_t ^ ALU_db_word_t))    |
                                                                ({64{EXU_i_ALU_sll   &   ~EXU_i_ALU_word_t}}    &   (ALU_da_word_t << ALU_db_word_t[5 : 0]))                         |
                                                                ({64{EXU_i_ALU_sll   &   EXU_i_ALU_word_t}}     &   {32'b0, ALU_da_word_t[31 : 0] << ALU_db_word_t[4 : 0]})          |
                                                                ({64{EXU_i_ALU_srl   &   ~EXU_i_ALU_word_t}}    &   ((ALU_da_word_t >> ALU_db_word_t[5 : 0])))                       |
                                                                ({64{EXU_i_ALU_srl   &   EXU_i_ALU_word_t}}     &   {32'b0, ALU_da_word_t[31 : 0] >> ALU_db_word_t[4 : 0]})          |
                                                                ({64{EXU_i_ALU_sra   &   ~EXU_i_ALU_word_t}}    &   ($signed($signed(ALU_da_word_t) >>> ALU_db_word_t[5 : 0])))      |
                                                                ({64{EXU_i_ALU_sra   &   EXU_i_ALU_word_t}}     &   {32'b0, $signed($signed(ALU_da_word_t[31 : 0]) >>> ALU_db_word_t[4 : 0])}) |
                                                                ({64{EXU_i_ALU_explicit}}  & (ALU_db_word_t))              ;
    wire [64-1 : 0]  EXU_ALU_COMB_w     =    {{32{EXU_ALU_COMB_dw[31]}}, EXU_ALU_COMB_dw[31 : 0]};
    wire [64-1 : 0]  EXU_ALU_CSR_COMB   =    ({64{EXU_rv64_csrrs}}  & (EXU_HAZARD_rs1_data | EXU_HAZARD_csr_rs_data))  |
                                                                ({64{EXU_rv64_csrrw}}  & (EXU_HAZARD_rs1_data))                           |
                                                                ({64{EXU_rv64_ecall}}  & (EXU_pc))                                        ;
    wire [64-1 : 0]  mul_lo_word = {{32{result_lo[31]}}, result_lo[31 : 0]};
    logic    [1 : 0]        state     ;
    logic    [1 : 0]        next_state;
    wire                    state_idle             =  (state == 'h0)                   ;
    wire                    state_ready            =  (state == 'h1)                  ;
    wire                    state_ready_wait       =  (state == 'h2   )                ;
    logic                   is_mul_hi ; 
    logic                   is_rem    ;
    logic                   is_mul    ;
    logic                   is_word_t ;
    always_comb begin
        unique case(state)
            'h0: begin
                if((EXU_i_ALU_mul | EXU_i_ALU_div | EXU_i_ALU_rem) & !FORWARD_stallEX2) begin
                    next_state = 'h1;
                end
                else begin
                    next_state = 'h0;
                end
            end
            'h1: begin
                if(is_mul) begin
                    if(mul_valid & mul_ready) begin
                        next_state = 'h2;
                    end
                    else begin
                        next_state = 'h1;
                    end
                end
                else begin
                    if(div_valid & div_ready) begin
                        next_state = 'h2;
                    end
                    else begin
                        next_state = 'h1;
                    end
                end
            end
            'h2: begin
                if(is_mul) begin
                    if(mul_out_valid) begin
                        next_state = 'h0;
                    end
                    else begin
                        next_state = 'h2;
                    end
                end
                else begin
                    if(div_out_valid) begin
                        next_state = 'h0;
                    end
                    else begin
                        next_state = 'h2;
                    end
                end
            end
            default: next_state = 'h0;
        endcase
    end
    always_ff @(posedge clk) begin : state_update
        if(rst || ((BRANCH_flushEX1 || FORWARD_flushEX1) & ~FORWARD_stallEX2)) begin
            state <=  'h0;
        end
        else begin
            state <=   next_state;
        end
    end
    always_ff @(posedge clk) begin : seg_update
        if(rst || ((BRANCH_flushEX1 || FORWARD_flushEX1) & ~FORWARD_stallEX2)) begin
            mulw            <=  'b0;
            mul_signed      <=  'b0;
            multiplicand    <=  'b0;
            multiplier      <=  'b0;
            is_mul_hi       <=  'b0;
            dividend        <=  'b0;                                     
            divisor	        <=  'b0;                                     
            divw	        <=  'b0;                                     
            div_signed      <=  'b0;
            is_rem          <=  'b0; 
            is_mul          <=  'b0;
            is_word_t       <=  'b0;              
        end
        else if(next_state == 'h1 && state_idle) begin  
            mulw            <=   EXU_i_ALU_word_t;
            mul_signed      <=   (2'b00 & {2{EXU_i_ALU_mul_u}}) | (2'b10 & {2{EXU_i_ALU_mul_su}}) | (2'b11 & {2{EXU_i_ALU_mul_s}});
            multiplicand    <=   ALU_da_word_t;
            multiplier      <=   ALU_db_word_t;
            is_mul_hi       <=   EXU_i_ALU_mul_hi;
            dividend        <=   ALU_da_word_t;
            divisor	        <=   ALU_db_word_t;    
            divw	        <=   EXU_i_ALU_word_t;                    
            div_signed      <=   (EXU_i_ALU_div_s | EXU_i_ALU_rem_s) & (!EXU_i_ALU_div_u | !EXU_i_ALU_rem_u);
            is_rem          <=   EXU_i_ALU_rem;
            is_mul          <=   EXU_i_ALU_mul;
            is_word_t       <=   EXU_i_ALU_word_t;  
        end
    end
    always_ff @(posedge clk) begin : mul_valid_update
        if(rst || ((BRANCH_flushEX1 || FORWARD_flushEX1) & ~FORWARD_stallEX2)) begin
            mul_valid <= 'b0;
        end
        else if(state_idle & next_state == 'h1 & EXU_i_ALU_mul) begin
            mul_valid <= 'b1;
        end
        else if((next_state == 'h2) & state_ready) begin
            mul_valid <= 'b0;
        end
    end
    always_ff @(posedge clk) begin : div_valid_update
        if(rst || ((BRANCH_flushEX1 || FORWARD_flushEX1) & ~FORWARD_stallEX2)) begin
            div_valid <= 'b0;
        end
        else if(state_idle & next_state == 'h1 & (EXU_i_ALU_div | EXU_i_ALU_rem)) begin
            div_valid <= 'b1;
        end
        else if((next_state == 'h2) & state_ready) begin
            div_valid <= 'b0;
        end
    end
    always_ff @(posedge clk) begin : update_output
        if(rst || ((BRANCH_flushEX1 || FORWARD_flushEX1) & ~FORWARD_stallEX2)) begin
            ALU_valid <= 'b1;
        end
        else if(state_idle & (next_state == 'h1)) begin
            ALU_valid <= 'b0;
        end
        else if(state_ready_wait & next_state == 'h0) begin
            ALU_valid <= 'b1;
        end
    end
    always_ff @(posedge clk) begin : EXU_ALU_ALUout_update
        if(rst || ((BRANCH_flushEX1 || FORWARD_flushEX1) & ~FORWARD_stallEX2)) begin
            EXU_ALU_ALUout  <=  'b0;
            EXU_ALU_Less    <=  'b0;
            EXU_ALU_Zero    <=  'b0;
            EXU_ALU_CSR_out <=  'b0;
        end
        else if(!FORWARD_stallEX2 & state_idle & next_state == 'h0) begin
            EXU_ALU_ALUout  <=    EXU_i_ALU_word_t ? EXU_ALU_COMB_w :  EXU_ALU_COMB_dw;
            EXU_ALU_Less    <=   EXU_ALU_Less_COMB;
            EXU_ALU_Zero    <=   EXU_ALU_Zero_COMB;
            EXU_ALU_CSR_out <=   EXU_ALU_CSR_COMB;
        end
        else if(state_ready_wait & next_state == 'h0 & is_mul) begin
            EXU_ALU_ALUout  <=   is_mul_hi ? result_hi : (is_word_t ? mul_lo_word : result_lo);
        end
        else if(state_ready_wait & next_state == 'h0) begin
            EXU_ALU_ALUout  <=   is_rem ? remainder : quotient;
        end
    end
endmodule
```
`flow/run.sh`:
```
#!/bin/bash
# OpenROAD 26Q1-2900-gdf79404cd8, Yosys 0.63+post, stock flow scripts
make -C /OpenROAD-flow-scripts/flow DESIGN_CONFIG=/design/flow/config.mk WORK_HOME=/design/flow/orfs finish
```
`flow/config.mk`:
```
export PLATFORM = sky130hd
export DESIGN_NAME = ysyx_23060136_EXU_ALU
export DESIGN_NICKNAME = ysyx_23060136_EXU_ALU
export VERILOG_FILES = /design/flow/design.v
export SDC_FILE = /design/flow/constraint.sdc
export NUM_CORES = 4
export LEC_CHECK = 1
export CORE_AREA = 10 10 448 448
export DIE_AREA = 0 0 458 458
```
`flow/constraint.sdc`:
```
current_design ysyx_23060136_EXU_ALU

set clk_period 24.0
set clk_io_pct 0.2

create_clock -name clk0 -period $clk_period [get_ports {clk}]

set non_clock_inputs [all_inputs -no_clocks]
set_input_delay [expr $clk_period * $clk_io_pct] -clock clk0 $non_clock_inputs
set_output_delay [expr $clk_period * $clk_io_pct] -clock clk0 [all_outputs]
```
==> impl_metrics.py <==
# Physical implementation metrics
metrics = {
    "grt": {
        "grt_antenna_before_repair": 59,
        "grt_max_degree": 113,
        "grt_pass1_wl_um": 353600,
        "groute.usage.overall_pct": 24.56,
        "grt_overflow": 0,
        "grt_pass1_vias": 39196,
    },
    "die": {
        "die_w_um": 458,
        "fp-row-count": 160,
        "fp_util_pct": 17.57,
        "design.die.area_mm2": 0.2098,
        "io-pin-count": 1005,
        "core_area_mm2": 0.1904,
        "die_h_um": 458,
    },
    "job": {
        "maxCapViolCount": 0,
        "tool_warnings": 97,
    },
    "worst_setup_path": {
        "reg2reg_depth": 13,
        "reg2reg_setup_slack_ps": 19770,
        "critPathKind": "input port to flip-flop",
        "cp_max_fo": 40,
        "critPathCaptureType": "flip-flop",
        "critPathLaunchType": "input port",
        "worstPathRequired_ps": 24610,
        "cp.arrival_ps": 13220,
        "r2r-start": "is_mul",
        "r2r_end": "EXU_ALU_Zero",
    },
    "clock_network": {
        "cts_tree": "yes",
        "root_buffer": "clkbuf_16",
        "cts_hold_buf": 0,
        "clock_latency_ps": 650,
        "cts_buffers": 39,
        "ctsResizeCount": 0,
        "cts_setup_buffers": 0,
        "clkTransAtPathRegs_ps": 70,
        "htree_levels": 2,
        "cts_sinks": 271,
        "cts_buffer_depth": 3,
    },
    "logic_synthesis": {
        "synth.distinct_cells": 95,
        "top_area_share_pct": 16.22,
        "synth-seq-cells": 271,
        "avgSynthCellArea_um2": 6.914,
        "edf_count": 0,
        "yosys.area.top_type": "dfxtp_1",
        "ys_async_sr_fraction_pct": 0,
        "yosys-top-cells-count": "nand2_1, a21oi_1, nor2_1",
        "yosysChipArea_mm2": 0.03344,
        "netlist_area_mm2": 0.03344,
        "synth_stat.cells": 4837,
        "synth_cells": 4837,
        "yosysWarnings": 1,
        "synthFlopType": "dfxtp_1",
        "area_leaders": "dfxtp_1, a21oi_1, nand2_1, ha_1, nor2_1",
        "yosysMostFrequentCell": "nand2_1",
        "ys_seq_share_pct": 16.22,
    },
    "pwr": {
        "p_switching_mw": 0.9242,
        "internal-power_mw": 1.171,
        "p_leak_nw": 16.87,
        "p_clk_share_pct": 29.1,
        "ir_drop_v": 0.00003849,
        "sw_frac_of_total_pct": 44.12,
        "power_density_mw_per_mm2": 44.76,
        "combPwrFrac_pct": 48.0,
        "sequentialPowerShare_pct": 22.9,
    },
    "layout": {
        "fillerInstances": 20978,
        "area_growth_pct": 39.95,
        "design_area_mm2": 0.04680,
        "utilization_pct": 24.58,
        "post_route_cells_drive_above_1_share_pct": 7.896,
    },
    "place": {
        "place_ws_ps": 11010,
        "portBuffers": 1003,
        "gp_congestion": 1.071,
        "hpwl_um": 219300,
        "placed_cell_area_mm2": 0.04545,
    },
    "final_timing": {
        "setup_violations": 0,
        "max-slew-margin-rel_pct": 24.36,
        "slew_viol_final": 0,
        "rsz0062_at_grt": "no",
        "setup_ws_ps": 11380,
        "finalHoldViolCount": 0,
        "finalCritPeriodShare_pct": 52.57,
        "tns_ps": 0,
        "worst_slew_pin_slew_ps": 1135,
        "fin_crit_ps": 12620,
        "skew_ps": 37.94,
        "fmax_mhz": 79.25,
    },
    "detailed_routing": {
        "num_vias": 41775,
        "ant_nets": 0,
        "drt-total-wl_um": 268000,
        "wire_per_inst_um": 33.12,
        "drc": 0,
        "drtIter0Drc": 4295,
        "firstDrtPassIters": 6,
        "avgViaCountPerCell": 5.164,
    },
    "hold_path": {
        "hold_path.class": "flip-flop to flip-flop",
        "hold_start": "EXU_ALU_ALUout[9]",
        "hold_end": "EXU_ALU_ALUout[9]",
        "hold-path-cell-count": 2,
    },
    "run_status": {
        "status": "finished clean",
    },
}
stage by stage:
| stage | hold WS [ps] | power, mW | instances |
|---|---|---|---|
| 4_1_cts | 454.0 | 2.095 | 8058 |
| 6_report | 455.2 | 2.095 | 8090 |
| 5_1_grt | 484.6 | 2.181 | 8086 |
| 3_3_place_gp | 439.6 | 1.467 | 7989 |
| 3_5_place_dp | 445.9 | 1.465 | 7989 |
| 2_1_floorplan | 413.4 | 0.9678 | 4837 |
per-layer routing:
layer  track usage (%)  routed length, um  vias to the layer above  part of all wire [%]
li1                  -                  -                    18718                     -
met1             31.24             107400                    20413                    40
met2             38.09             121000                     2240                    45
met3             6.970              24020                      394                   9.0
met4             12.21              15530                       10                   5.8
met5                 0                 63                        -                 0.024
layout make-up:
cell class / instances / area (um^2) / area share (%)
Antenna cell: 32 / 80.08 / 0.1711
Clock buffer: 53 / 1089 / 2.326
Clock inverter: 16 / 186.4 / 0.3983
Inverter: 152 / 573.1 / 1.224
Multi-Input combinational cell: 3870 / 24890 / 53.17
Sequential cell: 271 / 5436 / 11.62
Tap cell: 2511 / 3142 / 6.713
Timing Repair Buffer: 1185 / 11410 / 24.38
registers in the layout, summed over array words and instances, names as in the netlist:
register and cells:
state 3, dividend 64, mulw 1, EXU_ALU_CSR_out 64, is_mul_hi 1, ALU_valid 1
divisor 64, mul_valid 1, div_valid 1, mul_signed 2, div_signed 1, EXU_ALU_ALUout 64
EXU_ALU_Less 1, is_rem 1, is_mul 1, EXU_ALU_Zero 1
worst max-delay path, stage by stage:
cell and delay (ps):
clkdlybuf4s50_1 610, nor3_2 290, buf_4 290, buf_4 590, xnor2_1 140, ha_1 510
a21oi_1 140, o21ai_0 410, a21boi_0 170, a221oi_1 660, a2111oi_4 40, buf_4 220
a21oi_1 280, nor2_1 140, o21ai_0 190, a21o_1 140, a21oi_1 90, fa_1 880
and3_1 240, nand4_1 270, nor4_1 310, nand4b_1 150, nor4_1 430, nand4_1 320
nor4_1 320, buf_4 210, nand4_1 170, nand2_1 120
cells in the final DEF, fill, tap and decap left out, types with 18 or more instances in the layout:
cell / n
clkdlybuf4s50_1: 990
nand2_1: 700
a21oi_1: 622
nor2_1: 571
o21ai_0: 296
dfxtp_1: 268
ha_1: 195
a211oi_1: 186
buf_4: 183
mux2i_1: 181
inv_1: 144
xnor2_1: 91
mux4_2: 91
nor2b_1: 72
nor3_1: 65
nand3_1: 59
o211ai_1: 57
a221oi_1: 45
a22oi_1: 43
a21o_1: 40
clkbuf_16: 39
o2111ai_1: 37
o22ai_1: 35
diode_2: 32
a31oi_1: 31
mux2_2: 31
nand2b_1: 28
and2_1: 26
o21a_1: 23
or3_1: 21
nand4_1: 20
o31ai_1: 19
xor2_1: 18
how the worst max path moves through the flow:
stage | from | slack, ps | to | depth (start not counted)
after CTS | EXU_i_ALU_sltu | 11670 | EXU_ALU_Zero | 28
final | EXU_i_ALU_sltu | 11380 | EXU_ALU_Zero | 28
after global routing | EXU_i_ALU_sltu | 11270 | EXU_ALU_Zero | 28
power by group through the flow:
stage                 clock (mW)  combinational (mW)  sequential, mW
after CTS                  0.634               0.981           0.480
after global routing       0.646                1.05           0.482
final                      0.609                1.01           0.480
cells by family (layout without fill, tap and decap cells):
kind of cell,after synthesis,after routing,share of synthesized area [%]
flops,271,271,16.22
simple gates,1632,1632,20.77
compound gates,1629,1629,30.63
buf+inv,696,1406,9.522
mux,303,303,12.59
other cells,0,32,0
xor+xnor,109,109,2.855
fa+ha+maj,197,197,7.415
No activity file was given, so power comes from the tool's default toggle rates.
