==> flow/design.v <==
 module ysyx_23060136_IFU_BHT(
    input                                             clk               ,
    input                                             rst               ,
    input                                             FORWARD_stallIF   ,
    input     [  32-1:0]           IFU_o_inst        ,
    input     [  64-1:0]           IFU_o_pc          ,
    input     [  64 -1:0]          BHT_pc            ,
    input                                             BHT_pre_true      ,
    input                                             BHT_pre_false     ,
    input                                             BRANCH_PCSrc      ,
    output    logic                                   BHT_pre_take          ,
    output                                            BHT_flushIF           ,
    output                                            BHT_PCSrc             ,
    output    [64 - 1 : 0]         BHT_branch_target     
 );
    logic  [1 : 0]  BHT_bits_counter [512-1 : 0];
    integer i;
    always_ff @(posedge clk) begin : BHT_update
        if(rst) begin
            for(i = 0; i < 512; i = i + 1) begin
                BHT_bits_counter[i] <=  'b0;
            end
        end
        else if(BHT_pre_false & !FORWARD_stallIF) begin
            BHT_bits_counter[BHT_pc[8 : 0]] <= BRANCH_PCSrc ? BHT_bits_counter[BHT_pc[8 : 0]] + 2'b1 : 
                                                              BHT_bits_counter[BHT_pc[8 : 0]] - 2'b1 ;
        end
        else if(BHT_pre_true & !FORWARD_stallIF) begin
            if(BHT_bits_counter[BHT_pc[8 : 0]][1]) begin
                BHT_bits_counter[BHT_pc[8 : 0]] <= 2'b11;
            end
            else begin
                BHT_bits_counter[BHT_pc[8 : 0]] <= 2'b00;
            end
        end
    end
    wire  [6 : 0]  opcode      =   IFU_o_inst[6 : 0] ;
    wire  opcode_1_0_11  = (opcode[1 : 0] == 2'b11) ;
    wire  opcode_4_2_000 = (opcode[4 : 2] == 3'b000);
    wire  opcode_4_2_011 = (opcode[4 : 2] == 3'b011);
    wire  opcode_6_5_11  = (opcode[6 : 5] == 2'b11) ;
    wire  [64 - 1 : 0]  imm_B  =  {{52{IFU_o_inst[31]}}, IFU_o_inst[7], IFU_o_inst[30 : 25], IFU_o_inst[11 : 8], 1'b0};
    wire  [64 - 1 : 0]  imm_J  =  {{44{IFU_o_inst[31]}}, IFU_o_inst[19 : 12], IFU_o_inst[20], IFU_o_inst[30 : 21], 1'b0};
    wire  rv64_branch   = opcode_6_5_11 & opcode_4_2_000 & opcode_1_0_11;
    wire  rv64_jal      = opcode_6_5_11 & opcode_4_2_011 & opcode_1_0_11;
    always_comb begin : result
        BHT_pre_take =  'b0;
        if(rv64_jal) begin
            BHT_pre_take =  'b1;
        end
        else if(rv64_branch) begin
            if(BHT_bits_counter[IFU_o_pc[8 : 0]][1]) begin
                BHT_pre_take =  'b1;
            end
            else begin
                BHT_pre_take =  'b0;
            end
        end
    end
     assign  BHT_flushIF        =   BHT_pre_take;
     assign  BHT_PCSrc          =   BHT_pre_take;
     assign  BHT_branch_target  =   IFU_o_pc  +  (rv64_branch ? imm_B : imm_J);
 endmodule
==> flow/run.sh <==
#!/bin/bash
# OpenROAD 26Q1-2900-gdf79404cd8, Yosys 0.63+post, stock flow scripts
make -C /OpenROAD-flow-scripts/flow DESIGN_CONFIG=/design/flow/config.mk WORK_HOME=/design/flow/orfs finish
==> flow/config.mk <==
export PLATFORM = sky130hd
export DESIGN_NAME = ysyx_23060136_IFU_BHT
export DESIGN_NICKNAME = ysyx_23060136_IFU_BHT
export VERILOG_FILES = /design/flow/design.v
export SDC_FILE = /design/flow/constraint.sdc
export NUM_CORES = 4
export LEC_CHECK = 1
export CORE_UTILIZATION = 40
==> flow/constraint.sdc <==
current_design ysyx_23060136_IFU_BHT

set clk_period 45.5
set clk_io_pct 0.2

create_clock -name clk0 -period $clk_period [get_ports {clk}]

set non_clock_inputs [all_inputs -no_clocks]
set_input_delay [expr $clk_period * $clk_io_pct] -clock clk0 $non_clock_inputs
set_output_delay [expr $clk_period * $clk_io_pct] -clock clk0 [all_outputs]
==> CHANGELOG.md <==
## Implementation

* Status: finished, final reports clean
* Layout fillers at 12,468
* Hold WS at 2.01 ns
* Largest net degree at the start of global routing at 138
* Worst-margin pin slew at 0.836 ns
* Final setup violation count at 0
* RSZ-0062 raised after global routing: no
* Clock Sinks at 1,024
* Post-synth regs at 1,024
* Chip area line of the yosys report at 0.0584 mm^2
* Dpl ws at 21.63 ns
* Post-CTS Resized at 0
* Synth async-reset ratio at 0
* Setup TNS Final at 0 ns
* Root Driver: clkbuf_16
* Crit path DRT at 36.40 ns
* Initial antenna violation count at 5
* WS Path Type: input port to output port
* Area Overhead vs Synth at 10.5%
* Share of cells above drive strength 1 at 0.185
* Seq share, synth at 0.527
* Setup crit end kind: output port
* Top_reg_cell synth: edfxtp_1
* Syn_area_per_cell at 12.3 um^2
* Reg-to-reg endpoint: BHT_bits_counter[272][1]
* Largest registers: BHT_bits_counter: 1024 flops
* Drt total wl at 166 mm
* CTS HTree Levels at 3
* Late-Pin Clk Latency at 0.69 ns
* R2R setup slack at 39.44 ns
* P_leak at 23.0 nW
* Most frequent logic cell in the layout: edfxtp_1
* Core area at 0.144 mm^2
* Syn Std Cell Area at 0.0584 mm^2
* GP Congestion at 0.916
* DR WL/cell at 24.6 um
* Cts hold-fix bufs at 0
* Max reg flops at 1,024
* Ys cells at 4,764
* Worst Skew at 0.0179 ns
* Mux cell area share at 0.185
* CTS tree: built
* DRC Markers at 0
* Hold Path Stages at 7
* Vias in the first global route at 38,505
* Synth Instances at 4,764
* Yosys warns at 1
* Row cnt at 139
* Pins Over Slew Limit at 0
* CP arrival at 14.87 ns
* Max cap viols at 0
* DR vias/cell at 5.70
* Grt ovf at 0
* Initial drt markers at 2,522
* FP Util at 0.405
* Yosys aoi share at 0.0362
* Most flop-heavy register: BHT_bits_counter
* Count of tool warnings at 99
* R2R depth at 13
* Reg clk slew, reported paths at 0.06 ns
* PwrDens at 35.2 mW/mm^2
* Fmax at 41.7 MHz
* Global-route wire length before repair at 246 mm
* Hold path endpoint: BHT_bits_counter[196][1]
* Post-route ant nets at 0
* Postcts setup bufs at 0
* Post-synth EDFFs at 1,024
* DR vias at 38,525
* Inserted Clock Buffers at 109
* Comb. cell area at 0.0252 mm^2
* XORs/XNORs by Area at 0.00917
* Setup crit start kind: input port
* Post-detail-place hpwl at 104 mm
* Slew HR at 0.439
* Yosys simple share at 0.184
* Logic family by area: multiplexers
* Die Y at 384 um
* Clk buf depth at 3
* Io pins at 233
* Total GRT Usage at 0.245
* FF/Latch Area at 0.0307 mm^2
* Final worst path period need at 23.97 ns
* Hold_sp: BHT_bits_counter[94][1]
* Drt first pass iters at 5
* Peak fanout along the critical path at 14
* Post-route setup slack at 21.53 ns
* Final Cycle Share at 0.527
* Die width at 384 um
* FF-to-FF Start: BHT_bits_counter[296][1]
* Adder Share, Synth at 0.0143
* Peak VDD IR at 28.1 uV
* Hold Vio Cnt, Final at 0
* Hold Path Class: flip-flop to flip-flop
* Unique cell types at 77
* Top Layout Cells: edfxtp_1, nor2_1, nand2_1
* Port Buffers at 177
* Area of the die at 0.147 mm^2
## worst max-delay path by stage
| stage | startpoint | end | slack [ns] | cells after the start |
|---|---|---|---|---|
| 6_report | IFU_o_inst[5] | BHT_branch_target[63] | 21.53 | 18 |
| 5_1_grt | IFU_o_inst[5] | BHT_branch_target[63] | 21.28 | 18 |
| 4_1_cts | IFU_o_inst[5] | BHT_branch_target[63] | 21.60 | 18 |
## worst max-delay path, stage by stage
cell and delay (ns):
clkdlybuf4s50_1 0.46, nor2b_1 0.12, nand4_1 0.13, or3_1 0.56
mux2_2 0.36, ha_1 0.21, fa_1 0.45, a211oi_1 0.26
nor2_1 0.11, o31ai_1 0.50, a211oi_1 0.29, o21ai_0 0.43
a311oi_1 0.28, a311o_1 0.43, a211o_1 0.28, a21oi_1 0.18
xnor2_1 0.15, clkdlybuf4s50_1 0.56
## synth_stat cells (4+ instances only)
| cell type | instances | area, um^2 |
|---|---|---|
| a211oi_1 | 8 | 60.1 |
| nand4_1 | 12 | 75.1 |
| nor2_2 | 111 | 694 |
| and3_1 | 7 | 43.8 |
| mux2i_1 | 35 | 350 |
| nor2_1 | 1003 | 3760 |
| buf_6 | 38 | 428 |
| or4_1 | 7 | 52.6 |
| a31oi_1 | 9 | 56.3 |
| mux4_2 | 458 | 10300 |
| buf_1 | 19 | 71.3 |
| buf_12 | 12 | 240 |
| a311oi_1 | 5 | 43.8 |
| inv_1 | 26 | 97.6 |
| a221oi_1 | 6 | 52.6 |
| o22ai_1 | 5 | 31.3 |
| mux2_2 | 9 | 101 |
| o31ai_1 | 8 | 60.1 |
| a22oi_1 | 12 | 90.1 |
| a21oi_1 | 88 | 440 |
| o211ai_1 | 5 | 37.5 |
| or2_2 | 10 | 62.6 |
| buf_2 | 40 | 200 |
| nor2b_1 | 13 | 81.3 |
| ha_1 | 65 | 813 |
| o221ai_1 | 5 | 43.8 |
| o211a_1 | 4 | 40.0 |
| a2111oi_0 | 6 | 52.6 |
| xnor2_1 | 35 | 307 |
| o21bai_1 | 20 | 150 |
| buf_8 | 14 | 210 |
| o21a_1 | 10 | 75.1 |
| nor3_1 | 29 | 145 |
| buf_4 | 76 | 571 |
| nand3_1 | 15 | 75.1 |
| o21ai_0 | 45 | 225 |
| nand2b_1 | 523 | 3270 |
| nand2_1 | 603 | 2260 |
| xor2_1 | 23 | 201 |
| nor4_1 | 4 | 25.0 |
| or3_1 | 8 | 50.1 |
| clkbuf_1 | 204 | 766 |
| edfxtp_1 | 1024 | 30700 |
| a21o_1 | 53 | 398 |
## per-stage QoR
stage	power [W]	utilization	instance area (um^2)	instances
floorplan	0.00136	-	58400	4764
global placement	0.00146	0.424	61200	6561
detailed placement	0.00146	0.424	61200	6561
CTS	0.00228	0.447	64500	6760
global route	0.00234	0.447	64500	6762
finish	0.00227	0.447	64500	6763
## cell type report
cell class,instances,area share
multi-input combinational,3309,0.390
sequential,1024,0.477
inverter,28,0.00167
timing repair buffer,297,0.0429
tap,1903,0.0369
clock buffer,133,0.0447
antenna,3,0.000116
clock inverter,66,0.00656
## kinds of logic (layout without fill, tap and decap cells)
family,after synthesis,in the layout
simple gates,2364,2364
fa+ha+maj,66,66
mux,503,503
buf+inv,431,524
compound gates,317,317
xor+xnor,59,59
other cells,0,3
flops,1024,1024
## layer usage
metal	global-route usage	vias up	wire length (um)
met2	0.357	1997	76800
met4	0.0606	4	5060
met5	0.00747	-	109
met3	0.151	286	25800
li1	-	17350	-
met1	0.322	18888	58400
## power by group
part	total (W)	leakage (nW)	switching, W	internal (W)
logic	0.000358	10.8	0.000218	0.000140
clock network	0.000832	1.62	0.000363	0.000469
registers	0.00108	10.6	0.0000124	0.00107
total	0.00227	23.0	0.000594	0.00167
Power and IR drop assume default switching activity.
